--- ./config.mk ---
export PLATFORM = sky130hd
export DESIGN_NAME = SPI_Wrapper
export DESIGN_NICKNAME = SPI_Wrapper
export VERILOG_FILES = /design/flow/design.v
export SDC_FILE = /design/flow/constraint.sdc
export NUM_CORES = 4
export LEC_CHECK = 1
export CORE_UTILIZATION = 30
--- ./constraint.sdc ---
current_design SPI_Wrapper

set clk_period 49.4
set clk_io_pct 0.2

create_clock -name clk0 -period $clk_period [get_ports {clk}]

set non_clock_inputs [all_inputs -no_clocks]
set_input_delay [expr $clk_period * $clk_io_pct] -clock clk0 $non_clock_inputs
set_output_delay [expr $clk_period * $clk_io_pct] -clock clk0 [all_outputs]
--- ./design.v ---
module RAM (
    input [9:0] din,
    input rx_valid,clk,rst_n,
    output reg tx_valid,
    output reg [7:0] dout
);
    parameter MEM_DEPTH = 256;
    parameter ADDR_SIZE = 8;
    reg [ADDR_SIZE-1:0] write_address;
    reg [ADDR_SIZE-1:0] read_address;
    reg [7:0] mem [0:MEM_DEPTH-1];
    always @(posedge clk) begin
        if(!rst_n) begin
            dout <= 0;
            tx_valid <= 0;
        end
        else begin
            if(rx_valid) begin
                case(din[9:8])
                    2'b00 : begin
                        write_address <= din[7:0];
                        dout <= 8'bzzzzzzzz;
                        tx_valid <= 1'bz;
                    end
                    2'b01 : begin
                        mem [write_address] <= din[7:0];
                        dout <= 8'bzzzzzzzz;
                        tx_valid <= 1'bz;
                    end
                    2'b10 : begin
                        read_address <= din[7:0];
                        dout <= 8'bzzzzzzzz;
                        tx_valid <= 1'bz;
                    end
                    2'b11 : begin
                        dout <= mem [read_address];
                        tx_valid <= 1;
                    end
                    default : begin
                        dout <= 8'bzzzzzzzz;
                        tx_valid <= 1'bz;
                    end
                endcase
            end
            else begin
                dout <= 0;
                tx_valid <= 0;
            end
        end
    end
endmodule  
module SPI_Slave(
    input MOSI,
    input SS_n,
    input clk,
    input rst_n,
    input [7:0] tx_data,
    input tx_valid,
    output MISO,
    output reg [9:0] rx_data,
    output reg rx_valid
    );
    parameter IDLE = 5'b00001;
    parameter CHK_CMD = 5'b00010;
    parameter WRITE = 5'b00100;
    parameter READ_ADD = 5'b01000;
    parameter READ_DATA = 5'b10000;
    (* fsm_encoding = "one_hot" *)
    reg [4:0] cs,ns;
    reg addr_or_data ;
    reg STP_enable;
    wire STP_Done;
    wire [9:0] STP_out;
    wire PTS_busy, PTS_out;
    Serial_to_Parallel STP (.clk(clk), .rst_n(rst_n), .serial_in(MOSI),
    .enable(STP_enable), .parallel_out(STP_out), .done(STP_Done));
    parallel_to_serial PTS (.clk(clk), .rst_n(rst_n), .parallel_in(tx_data),
    .load(tx_valid), .serial_out(MISO), .busy(PTS_busy));
    always @(cs,SS_n,MOSI) begin
        case(cs)
            IDLE: begin
                if(SS_n) begin
                    ns = IDLE;
                end
                else begin
                    ns = CHK_CMD;
                end
            end
            CHK_CMD: begin
                if(SS_n) begin
                    ns = IDLE;
                end
                else begin
                    if(MOSI) begin
                        if(addr_or_data) begin
                            ns = READ_DATA;
                        end
                        else begin
                            ns = READ_ADD;
                        end
                    end
                    else begin
                        ns = WRITE;
                    end
                end
            end
            WRITE: begin
                if(SS_n) begin
                    ns = IDLE;
                end
                else begin
                    ns = WRITE;
                end
            end
            READ_ADD: begin
                if(SS_n) begin
                    ns = IDLE;
                end
                else begin
                    ns = READ_ADD;
                end
            end
            READ_DATA: begin
                if(SS_n) begin
                    ns = IDLE;
                end
                else begin
                    ns = READ_DATA;
                end
            end
            default : ns = IDLE;
        endcase
    end
    always @(posedge clk or negedge rst_n) begin
        if(!rst_n) begin
            cs <= IDLE;
        end
        else begin
            cs <= ns;
        end
    end
    always @(posedge clk) begin
        if(cs == IDLE || cs == CHK_CMD) begin
            STP_enable <= 0;
            rx_data<= {10{1'bz}};
            rx_valid <= 1'b0;
        end
        else if(cs == WRITE) begin
            STP_enable <= 1;
            if(STP_Done) begin
                rx_valid <= 1;
                rx_data <= STP_out;
                STP_enable <= 0;
            end
        end
        else if(cs == READ_ADD) begin
            STP_enable <= 1;
            if(STP_Done) begin
                rx_valid <= 1;
                rx_data <= STP_out;
                addr_or_data <= 1;
                STP_enable <= 0;
            end
        end
        else if (cs == READ_DATA) begin
            STP_enable <= 1;
            if(STP_Done) begin
                rx_valid <= 1;
                rx_data<= STP_out;
                addr_or_data <= 0;
                STP_enable <= 0;
            end
        end
        else begin
            STP_enable <= 0;
            rx_data<= {10{1'bz}};
            rx_valid <= 1'b0;
        end
    end
endmodule
module SPI_Wrapper(
    input MOSI,
    input SS_n,
    input clk,
    input rst_n,
    output MISO
    );
    wire [9:0] rx_data;
    wire rx_valid;
    wire [7:0] tx_data;
    wire tx_valid;
    SPI_Slave SPI (.MOSI(MOSI),.SS_n(SS_n),.clk(clk),.rst_n(rst_n),
    .MISO(MISO),.rx_data(rx_data),.rx_valid(rx_valid),.tx_data(tx_data),
    .tx_valid(tx_valid));
    RAM u_ram(.din(rx_data),.rx_valid(rx_valid),.dout(tx_data),
    .tx_valid(tx_valid),.clk(clk),.rst_n(rst_n));
endmodule
module Serial_to_Parallel(
    input clk,
    input rst_n,
    input serial_in,
    input enable,
    output reg [9:0] parallel_out,
    output reg done
);
    reg [3:0] bit_count;
    reg [9:0] shift_reg;
    always @(posedge clk) begin
        if (!rst_n) begin
            shift_reg    <= 10'b0;
            bit_count    <= 4'b0;
            done         <= 1'b0;
            parallel_out <= 10'b0;
        end
        else if (enable) begin
            shift_reg <= {shift_reg[8:0], serial_in};
            bit_count <= bit_count + 1;
            if (bit_count == 4'b1001) begin
                parallel_out <= {shift_reg[8:0], serial_in};
                shift_reg <= 10'b0;
                done <= 1'b1;
                bit_count <= 4'b0;
            end else begin
                done <= 1'b0;
            end
        end
        else begin
            done <= 1'b0;
        end
    end
endmodule
module parallel_to_serial (
    input wire clk,
    input wire rst_n,
    input wire [7:0] parallel_in,
    input wire load,
    output reg serial_out,
    output reg busy
);
    reg [7:0] shift_reg;
    reg [2:0] bit_count;
    always @(posedge clk) begin
        if (!rst_n) begin
            shift_reg  <= 8'd0;
            bit_count  <= 3'd0;
            serial_out <= 1'bz;
            busy       <= 1'b0;
        end 
        else if (load && !busy) begin
            shift_reg  <= parallel_in;
            bit_count  <= 3'd0;
            busy       <= 1'b1;
        end
        else if (busy) begin
            serial_out <= shift_reg[7];
            shift_reg  <= {shift_reg[6:0], 1'b0};
            bit_count  <= bit_count + 1;
            if (bit_count == 3'd7) begin
                busy <= 1'b0;
            end
        end
        else begin
            serial_out <= 1'bz;
            busy       <= 1'b0;
        end
    end
endmodule
--- ./run.sh ---
#!/bin/bash
# OpenROAD 26Q1-2900-gdf79404cd8, Yosys 0.63+post, stock flow scripts
make -C /OpenROAD-flow-scripts/flow DESIGN_CONFIG=/design/flow/config.mk WORK_HOME=/design/flow/orfs finish
==> out/metrics.cfg <==
[outcome]
status=finished, final reports clean

[die]
die-height_um=530.5
io_pins=5
die_w_um=530.5
core_um2=277000
num_rows=193
die-area_um2=281400
fp-utilization_pct=30.25

[yosys]
ys_seq_share_pct=75.88
yosysTopAreaCell=edfxtp_1
synth_area_per_cell_um2=20.04
yosys_cells=4181
synthTopCellsByArea=edfxtp_1 74%, mux4_2 8.8%, mux2i_1 3.8%, mux4_1 2.3%, nor2_1 1.6%
yosysChipArea_um2=83780
synth_flops=2136
synth-edff-count=2076
async_flop_share_pct=0.2341
postSynthCellCount=4181
yosysTopAreaCellShare_pct=74.41
synth_top_cell_by_count=edfxtp_1
synthDistinctLibCells=70
syn_area_um2=83780
ys.flop_type=edfxtp_1
common_cells=2076 x edfxtp_1, 362 x nor2_1, 326 x mux4_2, 315 x mux2i_1, 134 x nand2_1
ys_warn_count=17

[final_timing]
worst_pin_slew_ps=1197
rsz0062_at_grt=no
hold_viol=0
fin_crit_sh_pct=26.27
slew_viol_final=0
setup_tns_ps=0
fin_crit_ps=12980
fmax_ghz=0.07705
finalSetupViolations=0
max_slew_margin_pct=19.59
clock_skew_ps=71.82

[global_route]
antenna_found_initial=3
grt_usage_pct=17.10
grt_pass1_wl_mm=322.2
grt_pass1_vias=46487
gr-total-overflow=0
grt_max_degree=97

[hold_path]
worstHoldPathType=flip-flop to flip-flop
min-delay-start=SPI.STP.parallel_out[1]
worstHoldPathCells=0
hold_end=SPI.rx_data[1]

[setup_path]
reg2reg_to=u_ram.dout[1]
rrSetupSlack_ps=43950
path_class=input port to flip-flop
reg2reg_depth=11
critPathArrivalTime_ps=13440
worstPathMaxFanout=19
start_kind=input port
worstPathRequired_ps=49860
worst_setup_path_end_kind=flip-flop

[place]
hpwl_mm=140.4
numPlacedInstances=7782
port_buffers=4
routabilityCongestion=0.9485

[cts]
numCtsBuffers=209
root_buffer=clkbuf_16
path_clk_slew_ps=60
h-tree-depth=4
clk_path_buf_depth=3
postCtsSetupBuffers=0
postCtsHoldBufs=0
ctsResizeCount=0
insertion_delay_ps=880
numClockSinks=2136
cts_tree=built

[layout]
top_regs=u_ram.mem (2048), SPI.STP.parallel_out (10), SPI.rx_data (10)
final_layout_size_suffix_gt1_share_pct=18.39
stdcell_count=8169
top_register=u_ram.mem
largest_register_ffs=2048
utilization_pct=34.17
syn_to_final_growth_pct=12.96

[power_and_ir_drop]
power_density_nw_per_um2=37.53
ir_drop_mv=0.03169
power_w=0.003551
p_leak_nw=29.47

[drt]
wl_per_cell_um=27.27
wl_mm=222.8
drc_errors=0
antenna_cells=0
vias=41933
viasPerCell=5.133
ant_nets=0
drt-pass1-iter-count=5
first_iter_violations=3345

[job]
drv_cap=0
warning_count=26

==> worst max-delay path, stage by stage <==
cell and delay, ps:
clkdlybuf4s50_1 690, nand2_1 360, nor3b_2 230, buf_4 350, nand3_1 790, buf_4 550, nor2_1 550
==> layout make-up <==
type / instances / area, um2
Fill cell: 25416 / 182300
Multi-Input combinational cell: 1783 / 18240
Sequential cell: 2136 / 63580
Timing Repair Buffer: 148 / 1184
Clock inverter: 140 / 1534
Tap cell: 3705 / 4636
Inverter: 10 / 42.54
Clock buffer: 247 / 5413
==> cells by family (layout without fill, tap and decap cells) <==
family / after synthesis / after routing / synth area share, %
flops: 2136 / 2136 / 75.88
mux: 716 / 716 / 14.84
buf+inv: 262 / 545 / 2.387
simple gates: 672 / 672 / 3.486
xor+xnor: 2 / 2 / 0.02091
compound gates: 391 / 391 / 3.357
fa+ha+maj: 2 / 2 / 0.02986
==> worst max-delay path by stage <==
stage                  end  slack [ps]  start  depth (start not counted)
4_1_cts   u_ram.mem[97][1]       36480  rst_n                          7
5_1_grt   u_ram.mem[96][1]       36150  rst_n                          7
6_report  u_ram.mem[97][1]       36420  rst_n                          7
==> routing by layer <==
| layer | part of all wire, % | GRT usage, % | wire, um | vias to the layer above |
|---|---|---|---|---|
| met3 | 19 | 14.83 | 41630 | 393 |
| met4 | 3.4 | 4.641 | 7636 | 18 |
| met2 | 45 | 24.98 | 101300 | 3097 |
| met1 | 32 | 18.23 | 71570 | 20928 |
| li1 | - | - | - | 17497 |
| met5 | 0.27 | 1.761 | 609 | - |
==> per-stage QoR <==
step	instance area, um2	hold slack, ps	worst slack, ps
after floorplan	83780	407.6	37520
after global placement	87690	414.6	35650
final	94630	432.6	36420
after detailed placement	87690	416.1	35560
after CTS	94630	435.4	36480
after global routing	94630	447.9	36150
==> cell usage in the layout, fill, tap and decap left out, types with 10 or more instances in the layout <==
| master | synthesis | routed |
|---|---|---|
| edfxtp_1 | 2076 | 2076 |
| nor2_1 | 362 | 360 |
| mux4_2 | 326 | 326 |
| mux2i_1 | 315 | 315 |
| clkbuf_16 | 0 | 209 |
| buf_4 | 31 | 139 |
| nand2_1 | 134 | 133 |
| o221ai_1 | 115 | 115 |
| o22ai_1 | 87 | 87 |
| mux4_1 | 73 | 73 |
| a21oi_1 | 67 | 67 |
| dfxtp_1 | 55 | 51 |
| clkinv_2 | 0 | 46 |
| clkinv_1 | 1 | 36 |
| nor3_1 | 36 | 36 |
| nand3_1 | 36 | 35 |
| a211oi_1 | 35 | 35 |
| clkbuf_1 | 69 | 34 |
| a22oi_1 | 23 | 23 |
| bufinv_16 | 0 | 23 |
| o21ai_0 | 20 | 20 |
| nand4_1 | 18 | 18 |
| nor2b_1 | 19 | 17 |
| clkinvlp_4 | 0 | 13 |
| and2_1 | 12 | 12 |
| nor3b_1 | 10 | 10 |
==> where the power goes <==
group | internal, W | switching [W]
sequential | 0.00196 | 0.000000464
clock | 0.000909 | 0.000684
combinational | 0.000000632 | 0.000000990
Power is estimated from default activity; no workload was simulated.
